==> design/flow/design.v <==
module FA1(a, b, cin, sum, cout);
  input  a, b, cin;
  output sum, cout;
  assign sum  = ((~cin) & a & (~b)) | ((~cin) & (~a) & b ) | (cin & (~a) & (~b)) | (cin & a & b); 
  assign cout = ((~cin) & a & b) | ((cin) & (~a) & b ) | (cin & (a) & (~b)) | (cin & a & b);
endmodule  
module FA32(a, b, cin, sum, cout);
  input  [31:0] a, b;
  input  cin;
  output [31:0] sum;
  output cout;
	logic c1, c2, c3, c4, c5, c6, c7, c8, c9, c10, c11, c12, c13, c14, c15, c16, c17, c18, c19, c20, c21, c22, c23, c24, c25, c26, c27, c28, c29, c30, c31;
	FA1 fa1(a[0], b[0], cin, sum[0], c1),
    fa2(a[1], b[1], c1, sum[1], c2),
    fa3(a[2], b[2], c2, sum[2], c3),
    fa4(a[3], b[3], c3, sum[3], c4),
    fa5(a[4], b[4], c4, sum[4], c5),
    fa6(a[5], b[5], c5, sum[5], c6),
    fa7(a[6], b[6], c6, sum[6], c7),
    fa8(a[7], b[7], c7, sum[7], c8),
    fa9(a[8], b[8], c8, sum[8], c9),
    fa10(a[9], b[9], c9, sum[9], c10),
    fa11(a[10], b[10], c10, sum[10], c11),
    fa12(a[11], b[11], c11, sum[11], c12),
    fa13(a[12], b[12], c12, sum[12], c13),
    fa14(a[13], b[13], c13, sum[13], c14),
    fa15(a[14], b[14], c14, sum[14], c15),
    fa16(a[15], b[15], c15, sum[15], c16),
	fa17(a[16], b[16], c16, sum[16], c17),
    fa18(a[17], b[17], c17, sum[17], c18),
    fa19(a[18], b[18], c18, sum[18], c19),
    fa20(a[19], b[19], c19, sum[19], c20),
    fa21(a[20], b[20], c20, sum[20], c21),
    fa22(a[21], b[21], c21, sum[21], c22),
    fa23(a[22], b[22], c22, sum[22], c23),
    fa24(a[23], b[23], c23, sum[23], c24),
    fa25(a[24], b[24], c24, sum[24], c25),
    fa26(a[25], b[25], c25, sum[25], c26),
    fa27(a[26], b[26], c26, sum[26], c27),
	fa28(a[27], b[27], c27, sum[27], c28),
    fa29(a[28], b[28], c28, sum[28], c29),
    fa30(a[29], b[29], c29, sum[29], c30),
    fa31(a[30], b[30], c30, sum[30], c31),
    fa32(a[31], b[31], c31, sum[31], cout);
endmodule  
module top(clk, start, a, b, ready, result);
  input  start, clk;
  input  [15:0] a, b;
  output wire ready;
  output wire [31:0] result;
  logic carry_in, carry_out;
  logic [31:0] partial_sum;
  logic [31:0] reg_a;
  wire  [31:0] reg_a_inp;
  logic [15:0] reg_b;
  wire  [31:0] reg_b_inp;
  wire  [31:0] fa32_in_a, fa32_in_b, fa32_out;
  logic [4:0] counter;
  logic now_rdy;
  assign reg_a_inp = start ? a : reg_a;
  assign reg_b_inp = start ? b : reg_b;
  assign fa32_in_a = partial_sum;
  assign fa32_in_b = (reg_b_inp[0]) ? reg_a_inp: 0;
  FA32 adder(
    .a(fa32_in_a),
    .b(fa32_in_b),
    .cin(carry_in),
    .sum(fa32_out),
	.cout(carry_out));
  always_ff @(posedge clk) begin
	if (start == 1 && !counter) begin
		counter <= 0;
		reg_a <= a;
		reg_b <= b;
		partial_sum <= 0;
	end
	else if (start == 0 && counter >= 0 && counter < 32) begin
    	partial_sum <= fa32_out;
		counter <= counter + 1;
		reg_a <= reg_a << 1;
		reg_b <= reg_b >> 1;
	end
	if (counter == 31) begin
		now_rdy <= 1;
	end
  end
  assign result = ready ? partial_sum: 0;
  assign ready = now_rdy;
endmodule  
==> design/flow/run.sh <==
#!/bin/bash
# OpenROAD 26Q1-2900-gdf79404cd8, Yosys 0.63+post, stock flow scripts
make -C /OpenROAD-flow-scripts/flow DESIGN_CONFIG=/design/flow/config.mk WORK_HOME=/design/flow/orfs finish
==> design/flow/config.mk <==
export PLATFORM = sky130hd
export DESIGN_NAME = top
export DESIGN_NICKNAME = top
export VERILOG_FILES = /design/flow/design.v
export SDC_FILE = /design/flow/constraint.sdc
export NUM_CORES = 4
export LEC_CHECK = 1
export CORE_UTILIZATION = 50
==> design/flow/constraint.sdc <==
current_design top

set clk_period 21.8
set clk_io_pct 0.2

create_clock -name clk0 -period $clk_period [get_ports {clk}]

set non_clock_inputs [all_inputs -no_clocks]
set_input_delay [expr $clk_period * $clk_io_pct] -clock clk0 $non_clock_inputs
set_output_delay [expr $clk_period * $clk_io_pct] -clock clk0 [all_outputs]
==> impl_metrics.py <==
# Auto-generated metrics
metrics = {
    "synth": {
        "ys_sh_adder_pct": 4.926,
        "yosysTopAreaCell": "dfxtp_1",
        "numSynthFlops": 84,
        "async_flop_share_pct": 0,
        "topCellsByArea": "dfxtp_1 20%, edfxtp_1 19%, mux2_2 6.7%",
        "yosys_cells": 561,
        "postSynthAreaPerCell_um2": 9.055,
        "ys_sh_simple_pct": 13.40,
        "ff_type": "dfxtp_1",
        "compound_area_share_pct": 18.79,
        "synth_chip_area_mm2": 0.005080,
        "ys_types": 65,
        "syn_inst": 561,
        "muxShareOfSynthArea_pct": 6.847,
        "syn-cell-area_mm2": 0.005080,
        "postSynthSeqShare_pct": 39.41,
        "yosys_warnings": 2,
        "edf_count": 32,
        "logic_family": "AND-OR/OR-AND gates",
        "xor_area_share_pct": 6.724,
        "yosysTopAreaCellShare_pct": 20.49,
    },
    "final_timing": {
        "max_freq_mhz": 89.57,
        "tns_ns": 0,
        "rsz0062_at_grt": "false",
        "setup_viol": 0,
        "hold_slack_ns": 0.4847,
        "worstMarginPinSlew_ns": 0.6553,
        "slew_violations": 0,
        "slew_headroom_pct": 56.05,
        "finalHoldViolations": 0,
        "fin_skew_ns": 0.009585,
        "timing.final.ws_setup_ns": 10.64,
        "finalCriticalPeriod_ns": 11.17,
        "period_used_pct": 51.22,
    },
    "detailed_routing": {
        "drt-initial-drc-count": 200,
        "wl_per_cell_um": 15.59,
        "drt-total-wl_mm": 11.19,
        "drc": 0,
        "dr.pass1.iters": 4,
        "vias": 4015,
        "insertedDiodeCount": 0,
        "via_per_inst": 5.592,
        "drt.antenna.violating_nets": 0,
    },
    "cts": {
        "clk_pin_slew_ns": 0.08,
        "postCtsSetupRepairBufs": 0,
        "numCtsBuffers": 9,
        "ctsHoldBuffers": 0,
        "htree_levels": 3,
        "cts_buffer_depth": 2,
        "cts_sinks": 84,
        "cts_tree": "yes",
        "clkLatencyLatePin_ns": 0.35,
        "cts-root-buf": "clkbuf_8",
        "post_cts_resized": 0,
    },
    "cells_and_area": {
        "final_cell_mix": "63 x clkdlybuf4s50_1, 52 x dfxtp_1, 50 x nand2_1, 37 x o21ai_0, 34 x inv_1",
        "layout.filler_cells": 904,
        "drive_gt1_share_pct": 10.43,
        "area_growth_pct": 13.87,
        "final_cells": 718,
        "final_common_cell": "clkdlybuf4s50_1",
    },
    "critical_path": {
        "reg2reg_slack_ns": 14.58,
        "cp_data_arrival_time_ns": 11.40,
        "cp-start-kind": "primary input",
        "slowest_stage": "fa_1",
        "r2r-start": "reg_b[0]$_DFFE_PP_",
        "cp_max_fo": 17,
        "cpPeakStageDelay_ns": 0.46,
        "endpoint_kind": "register",
        "cp.required_ns": 22.04,
        "cpMostUsedCell": "fa_1",
        "worst-r2r-cell-count": 26,
        "worstSetupPathType": "in2reg",
        "r2r_end": "partial_sum[31]$_SDFFE_PP0N_",
    },
    "place": {
        "gp_congestion": 0.9104,
        "numPortBuffers": 64,
        "pre_cts_ws_ns": 10.32,
        "dp.cells": 702,
        "dp_hpwl_mm": 7.695,
    },
    "hold_path": {
        "min_to": "counter[4]$_SDFFE_PP0N_",
        "min_path_cells": 1,
        "hold_start": "counter[4]$_SDFFE_PP0N_",
        "hp-class": "reg2reg",
    },
    "floorplan": {
        "dieArea_mm2": 0.01057,
        "io_pins": 67,
        "fp_util_pct": 51.73,
        "dieHeight_um": 102.8,
        "rows": 36,
        "chipWidth_um": 102.8,
        "core_mm2": 0.009819,
    },
    "flow_run": {
        "warnings": 28,
        "maxCapViolCount": 0,
    },
    "global_routing": {
        "grt_pass1_vias": 3780,
        "grt_overflow": 0,
        "grt_usage_pct": 23.42,
        "antenna_found_initial": 0,
        "grt_first_pass_wirelength_mm": 18.49,
        "grt_max_degree": 54,
    },
    "power_and_ir_drop": {
        "ir_worst_vdd_mv": 0.04856,
        "total_power_uw": 695.1,
        "p_leak_nw": 2.066,
        "powerDensity_mw_per_mm2": 120.2,
    },
    "outcome": {
        "outcome": "finished clean",
    },
}
power breakdown:
part           switching [mW]  total [mW]  internal (mW)
registers              0.0630       0.294          0.231
logic                   0.128       0.279          0.152
clock network          0.0574       0.122         0.0649
state kept, by name, indices dropped and copies added, names as in the netlist:
name         count
reg_a           32
counter          5
partial_sum     31
reg_b           16
critical path, delay by kind of cell:
family,cells,cell delay [ns]
buffers and inverters,4,0.80
adder cells (fa/ha/maj),7,2.71
multiplexers,1,0.11
AND-OR/OR-AND,10,2.23
AND/OR/NAND/NOR,6,1.17
cell families after synthesis:
logic type	after synthesis
fa+ha+maj	18
flops	84
buf+inv	98
simple gates	141
compound gates	148
mux	31
xor+xnor	39
other cells	2
through the flow:
step / util [%] / cell area [µm²]
after floorplan: - / 5080
after global placement: 56.73 / 5570
after detailed placement: 56.73 / 5570
after CTS: 58.91 / 5784
after global routing: 58.91 / 5784
final: 58.91 / 5784
metal layers:
metal	up-vias	track usage (%)	routed length, µm	share of wire, %
met2	101	38.05	5364	48
met3	11	4.135	543	4.9
met5	-	0	0	0
met1	1896	35.48	5142	46
li1	2007	-	-	-
met4	0	2.709	141	1.3
synth_stat cells (5+ instances only):
cell type,count
nor3_1,7
buf_4,33
clkbuf_1,23
fa_1,6
nand2_1,50
and3_1,10
nor2_1,29
o22ai_1,26
inv_1,34
o211ai_1,10
a21oi_1,22
o21ai_1,5
a32oi_1,5
maj3_1,8
dfxtp_1,52
nand3_1,15
xnor2_1,29
mux2_2,30
o21ai_0,37
a31oi_1,8
edfxtp_1,32
xor2_1,10
worst max path at each step:
stage,startpoint,end,slack (ns)
4_1_cts,b[0],partial_sum[31]$_SDFFE_PP0N_,10.68
5_1_grt,b[0],partial_sum[31]$_SDFFE_PP0N_,10.19
6_report,b[0],partial_sum[31]$_SDFFE_PP0N_,10.64
layout make-up:
class / count / area, µm² / share of cell area [%]
Clock buffer: 10 / 127.6 / 2.206
Clock inverter: 6 / 86.33 / 1.493
Inverter: 35 / 131.4 / 2.271
Multi-Input combinational cell: 379 / 2582 / 44.65
Sequential cell: 84 / 2002 / 34.61
Tap cell: 133 / 166.4 / 2.877
Timing Repair Buffer: 71 / 688.2 / 11.90
Power figures rest on the tool's default switching activity, not on a simulated workload.
